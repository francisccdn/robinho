--- /design/flow/design.v ---
module robinho 
(
input rst,
input clk,
input rasp_on,
input obj_inSight,
input obj_isClose,
output reg [0:3]w_motor,
output [0:3]c_motor
);
integer n_turns;
reg cur_state = init;
parameter init = 0, stop = 1, foward = 2, turn = 3, clawD = 4, clawU = 5;
integer timer = 0;
integer time_begin, time_limit;
parameter claw_time = 140000000  , turn_time = 250000000  , fwd_time = 100000000  ;
reg dir = c_stop;
parameter c_up = 0, c_down = 1, c_stop = 2;
wire stepperMotor_out;
assign c_motor = stepperMotor_out;
stepperMotor claw(
	.clk(clk),
	.dir(dir),
	.stepMotor(stepperMotor_out)
);
always @ (posedge clk)
begin
	timer <= timer + 1;
end
always @ (*)
begin
case(cur_state)
	init:
	begin
		w_motor <= 4'b1111;  
		dir = c_stop;
	end
	stop:
	begin
		w_motor <= 4'b1111;  
		dir = c_stop;
	end
	foward:
	begin
		time_limit = (time_begin + fwd_time) > 4294967296 ? (time_begin + fwd_time - 4294967296) : (time_begin + fwd_time); 
		if(timer >= time_limit)
		begin
			time_begin = timer;
			n_turns = n_turns - 1;
		end
		w_motor[0:1] <= 2'b10;  
		w_motor[2:3] <= 2'b10;  
		dir = c_stop;
	end
	turn:
	begin
		time_limit = (time_begin + turn_time) > 4294967296 ? (time_begin + turn_time - 4294967296) : (time_begin + turn_time); 
		if(timer >= time_limit)
		begin
			time_begin = timer;
			n_turns = n_turns + 1;
		end
		w_motor[0:1] <= 2'b10;  
		w_motor[2:3] <= 2'b01;  
		dir = c_stop;
	end
	clawD:
	begin
		w_motor <= 4'b1111;  
		dir = c_down;
	end
	clawU:
	begin
		w_motor <= 4'b1111;  
		dir = c_up;
	end	
endcase
end
always @ (posedge clk)
begin 
if(rst)
	cur_state <= init;
case(cur_state)
	init:
	begin
		if(rasp_on)
			cur_state <= stop;
		else
			cur_state <= init;
	end
	stop:
	begin
		if(obj_isClose)
			cur_state <= clawD;
		else if(obj_inSight)
		begin
			time_begin = timer;
			cur_state <= foward;
		end
		else if(!obj_inSight)
		begin
			time_begin = timer;
			cur_state <= turn;
		end
	end
	foward:
	begin
		if(n_turns > 0)
		begin
			time_begin = timer;
			cur_state <= foward;
		end
		else if(!obj_inSight)
		begin
			time_begin = timer;
			cur_state <= turn;
		end
		else if(obj_isClose)
			cur_state <= stop;
	end
	turn:
	begin
		if(obj_inSight || n_turns > 2)
		begin
			time_begin = timer;
			cur_state <= foward;
		end
	end
	clawD:
	begin
		time_begin = timer;
		time_limit = (time_begin + claw_time) > 4294967296 ? (time_begin + claw_time - 4294967296) : (time_begin + claw_time); 
		if(timer > time_limit)
			cur_state <= clawU;
	end
	clawU:
	begin
		time_begin = timer;
		time_limit = (time_begin + claw_time) > 4294967296 ? (time_begin + claw_time - 4294967296) : (time_begin + claw_time); 
		if(timer > time_limit)
			cur_state <= stop;
	end
endcase
end
endmodule
module stepperMotor(clk, dir, stepMotor);  
	input clk;
	input dir; 				
	output reg [0:3]stepMotor;
	parameter step_time = 250000;
	integer timer;
	always@(posedge clk)
	begin
		timer = timer + 1;
		case(dir)
		0:
		begin
			if(timer < step_time)
				stepMotor[0:3]=4'b0011;
			else if((timer > step_time) && (timer < step_time*2))
				stepMotor[0:3]=4'b1001;
			else if((timer > step_time*2) && (timer < step_time*3))
				stepMotor[0:3]=4'b1100;
			else if((timer > step_time*3) && (timer < step_time*4))
				stepMotor[0:3]=4'b0110;
			else if(timer > step_time*4)
				timer = 32'b0;
		end
		1:
		begin
			if(timer < step_time)
				stepMotor[0:3]=4'b0110;
			else if((timer > step_time) && (timer < step_time*2))
				stepMotor[0:3]=4'b1100;
			else if((timer > step_time*2) && (timer < step_time*3))
				stepMotor[0:3]=4'b1001;
			else if((timer > step_time*3) && (timer < step_time*4))
				stepMotor[0:3]=4'b0011;
			else if(timer > step_time*4)
				timer = 32'b0;
		end
		2:
		begin
			stepMotor[0:3] = 4'b1111;
		end
		endcase
	end
endmodule
--- /design/flow/run.sh ---
#!/bin/bash
# OpenROAD 26Q1-2900-gdf79404cd8, Yosys 0.63+post, stock flow scripts
make -C /OpenROAD-flow-scripts/flow DESIGN_CONFIG=/design/flow/config.mk WORK_HOME=/design/flow/orfs finish
--- /design/flow/config.mk ---
export PLATFORM = sky130hd
export DESIGN_NAME = robinho
export DESIGN_NICKNAME = robinho
export VERILOG_FILES = /design/flow/design.v
export SDC_FILE = /design/flow/constraint.sdc
export NUM_CORES = 4
export LEC_CHECK = 1
export CORE_UTILIZATION = 40
--- /design/flow/constraint.sdc ---
current_design robinho

set clk_period 11.8
set clk_io_pct 0.2

create_clock -name clk0 -period $clk_period [get_ports {clk}]

set non_clock_inputs [all_inputs -no_clocks]
set_input_delay [expr $clk_period * $clk_io_pct] -clock clk0 $non_clock_inputs
set_output_delay [expr $clk_period * $clk_io_pct] -clock clk0 [all_outputs]
==> qor.txt <==
IO buf count: 1
Sum of negative setup slack: 0 ns
Synth area leader: dfxtp_1
Placed Instances: 345
TritonCTS buffer count: 5
Tot GR Track Use: 17.3%
Final Skew: 0.00425 ns
Max FO, Critical Path: 16
Clock-pin slew on the worst setup and hold paths: 0.07 ns
R2R cell count: 11
Worst slew pin tran: 0.623 ns
Share of cells above drive strength 1: 10.8%
Top cells by area: dfxtp_1 (29%), xnor2_1 (7.6%), nor2_1 (5.7%)
CTS Buffer Depth: 2
Status: complete, no violations
CP startpoint: claw.timer[0]$_DFF_P_
Worst setup endpoint: claw.timer[23]$_DFF_P_
Max-cap violations: 0
Critical Path Start Type: register
Remaining DRCs: 0
Layout area overhead: 2.55%
Rel. slew slack: 58.1%
Routed WL: 4900 µm
Die area: 6070 µm²
Share of flip-flops with an asynchronous set or reset: 0%
CTS tree: built
ANT cells: 0
Worst min path class: reg -> reg
Final Setup Violations: 0
Core area: 5540 µm²
YS warnings: 3
Most frequent logic cell in the layout: nor2_1
Post-synthesis cell area: 2300 µm²
Met2 WL: 2320 µm
Via density: 5.63
OpenROAD warnings: 29
Mapped Cells: 288
Die Ht: 77.9 µm
Worst VDD drop: 0.0530 mV
Fmax: 253 MHz
Worst EP required: 11.97 ns
Synth cell types: 58
Post-DP HPWL: 3680 µm
Post-synth seq share: 28.7%
First-pass DRT Iterations: 4
Post-cts resize count: 0
CTS Hold Buffers Added: 0
RSZ-0062 raised after global routing: no
Top cell area share: 28.7%
YS chip area: 2300 µm²
Grt total ovfl: 0
Mean routed wirelength per cell: 14.0 µm
Arrival time at the worst endpoint: 4.12 ns
Post-CTS Setup Bufs: 0
Leak pwr: 0.000766 µW
Vias in the first global route: 1744
H-tree depth: 2
Crit Path Category: reg -> reg
Pin count of the biggest net entering global routing: 17
Chip Width: 77.9 µm
FP Core Util: 41.6%
Final Instance Area: 2360 µm²
Number of clock sinks: 33
Via count: 1975
Ys flops: 33
Dominant flop cell: dfxtp_1
Non-Filler Instances: 351
Post-layout minimum cycle time: 3.96 ns
Antenna violations before repair: 0
Detail Route Antenna Nets: 0
Routed met3 length: 185 µm
Mean Syn Cell Area: 8.00 µm²
Rows: 27
Worst reg2reg path startpoint: claw.timer[0]$_DFF_P_
Insertion Delay late pin: 0.28 ns
Count of final max-slew check failures: 0
Ys cells: 288
Number of I/O pins: 13
Final Hold Viols: 0
CTS root buf: clkbuf_8
Flip-flops with a built-in enable: 0
Met1 WL: 2340 µm
Top Metal Used: met4
Most frequent cells in the layout: nor2_1 (35), dfxtp_1 (33), xnor2_1 (20)
Placed instance area: 2290 µm²
Number of DRC markers in iteration 0: 84
Critical Path End Type: register
First-pass GRT wire length: 8270 µm
Final RePlAce weighted congestion: 0.930
Hold depth: 2
Crit share post-route: 33.5%
Reg-to-reg critical path endpoint: claw.timer[23]$_DFF_P_
PwrDens: 80.0 nW/µm²
R2r setup slk: 7.84 ns
layer usage:
metal	up-vias	track usage, %
met5	-	0
met4	0	2.41
met3	7	2.39
met2	46	28.5
met1	922	24.9
li1	1000	-
through the flow:
step           total power (µW)  util (%)  hold slack [ns]  worst slack, ns
2_1_floorplan               116         -            0.450             8.69
3_3_place_gp                114      41.3            0.460             7.85
3_5_place_dp                114      41.3            0.467             7.81
4_1_cts                     192      42.7            0.477             7.80
5_1_grt                     197      42.7            0.495             7.41
6_report                    189      42.7            0.473             7.84
synthesized netlist by cell type, types with 2 or more instances:
master,count
o22ai_1,4
nand3_1,19
xnor2_1,20
a211oi_1,3
a21oi_2,3
nor4_4,2
o21ai_0,3
buf_2,2
inv_1,8
nor2b_1,3
nor3b_1,2
and2_1,5
a21oi_1,4
nor2_1,35
buf_6,3
buf_4,11
nor4_1,11
nand3_2,2
xor2_1,12
and4_1,2
nand2b_1,3
dfxtp_1,33
nand4_1,13
nor2_2,5
mux2_2,2
clkbuf_1,6
and3_1,2
a31oi_1,4
conb_1,2
nand2_1,19
nor3_1,15
or4_1,4
logic make-up after synthesis:
| logic type | count (synthesis) | synth area share (%) |
|---|---|---|
| AND/OR/NAND/NOR | 153 | 38.1 |
| AND-OR/OR-AND | 34 | 10.7 |
| XOR/XNOR | 33 | 12.9 |
| flip-flops | 33 | 28.7 |
| buffers and inverters | 30 | 7.76 |
| other | 2 | 0.326 |
| multiplexers | 2 | 0.977 |
| adder cells (fa/ha/maj) | 1 | 0.543 |
power breakdown:
part	internal (µW)	switching (µW)	total [µW]
Combinational	0	0.0353	0.0358
Clock	38.7	39.0	77.8
Sequential	111	0	111
Total	150	39.1	189
cell type report:
type | count | area, µm²
clock inverter | 1 | 5.00
fill | 562 | 3180
timing repair buffer | 2 | 17.5
multi-input combinational | 230 | 1490
tap | 72 | 90.1
sequential | 33 | 661
inverter | 8 | 30.0
clock buffer | 5 | 68.8
critical path, stage by stage, from the launching register on:
cell	delay (ns)
dfxtp_1	0.46
ha_1	0.37
nand3_2	0.25
nor3_1	0.59
nand4_1	0.26
a211oi_1	0.35
nand2_1	0.12
a211oi_1	0.27
o311ai_1	0.23
a21oi_4	0.50
buf_4	0.35
nor2_1	0.08
sequential cells by signal, summed over array words and instances (netlist names):
| signal | flops |
|---|---|
| claw.stepMotor | 1 |
| claw.timer | 32 |
worst min-delay path by stage:
stage	startpoint	endpoint	slack (ns)
global route	claw.stepMotor[3]$_SDFFE_PP1P_	claw.stepMotor[3]$_SDFFE_PP1P_	0.49
CTS	claw.stepMotor[3]$_SDFFE_PP1P_	claw.stepMotor[3]$_SDFFE_PP1P_	0.48
finish	claw.stepMotor[3]$_SDFFE_PP1P_	claw.stepMotor[3]$_SDFFE_PP1P_	0.47
Power is estimated from default activity; no workload was simulated.
